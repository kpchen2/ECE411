`flow/design.v`:
```
interface mem_itf_w_mask #(
    parameter               CHANNELS = 1,
    parameter               DWIDTH = 32,
    parameter               MWIDTH = DWIDTH / 8
)(
    input   bit             clk,
    input   bit             rst
);
    logic   [31:0]          addr    [CHANNELS];
    logic   [MWIDTH-1:0]    rmask   [CHANNELS];
    logic   [MWIDTH-1:0]    wmask   [CHANNELS];
    logic   [DWIDTH-1:0]    rdata   [CHANNELS];
    logic   [DWIDTH-1:0]    wdata   [CHANNELS];
    logic                   resp    [CHANNELS];
    bit                     error = 1'b0;
    modport dut (
        input               clk,
        input               rst,
        output              addr,
        output              rmask,
        output              wmask,
        input               rdata,
        output              wdata,
        input               resp
    );
    modport mem (
        input               clk,
        input               rst,
        input               addr,
        input               rmask,
        input               wmask,
        output              rdata,
        input               wdata,
        output              resp,
        output              error
    );
    modport mon (
        input               clk,
        input               rst,
        input               addr,
        input               rmask,
        input               wmask,
        input               rdata,
        input               wdata,
        input               resp,
        output              error
    );
endinterface
interface mem_itf_wo_mask #(
    parameter               CHANNELS = 1,
    parameter               DWIDTH = 32
)(
    input   bit             clk,
    input   bit             rst
);
    logic   [31:0]          addr    [CHANNELS];
    logic                   read    [CHANNELS];
    logic                   write   [CHANNELS];
    logic   [DWIDTH-1:0]    rdata   [CHANNELS];
    logic   [DWIDTH-1:0]    wdata   [CHANNELS];
    logic                   resp    [CHANNELS];
    bit                     error = 1'b0;
    modport dut (
        input               clk,
        input               rst,
        output              addr,
        output              read,
        output              write,
        input               rdata,
        output              wdata,
        input               resp
    );
    modport mem (
        input               clk,
        input               rst,
        input               addr,
        input               read,
        input               write,
        output              rdata,
        input               wdata,
        output              resp,
        output              error
    );
    modport mon (
        input               clk,
        input               rst,
        input               addr,
        input               read,
        input               write,
        input               rdata,
        input               wdata,
        input               resp,
        output              error
    );
endinterface
interface mem_itf_banked(
    input   bit             clk,
    input   bit             rst
);
    logic   [31:0]          addr;
    logic                   read;
    logic                   write;
    logic   [63:0]          wdata;
    logic                   ready;
    logic   [31:0]          raddr;
    logic   [63:0]          rdata;
    logic                   rvalid;
    bit                     error = 1'b0;
    modport dut (
        input               clk,
        input               rst,
        output              addr,
        output              read,
        output              write,
        output              wdata,
        input               ready,
        input               raddr,
        input               rdata,
        input               rvalid
    );
    modport mem (
        input               clk,
        input               rst,
        input               addr,
        input               read,
        input               write,
        input               wdata,
        output              ready,
        output              rdata,
        output              raddr,
        output              rvalid,
        output              error
    );
    modport mon (
        input               clk,
        input               rst,
        input               addr,
        input               read,
        input               write,
        input               wdata,
        input               ready,
        input               rdata,
        input               raddr,
        input               rvalid,
        input               error
    );
endinterface
package cache_types;
    typedef struct packed {
        logic   [31:0]  addr;
        logic   [22:0]  tag;
        logic   [3:0]   set;
        logic   [4:0]   offset;
        logic   [3:0]   rmask;
        logic   [3:0]   wmask;
        logic   [31:0]  wdata;
    } stage_reg_t;
endpackage
interface mon_itf#(
            parameter       CHANNELS = 1
)(
    input   bit             clk,
    input   bit             rst
);
            logic           valid     [CHANNELS];
            logic   [63:0]  order     [CHANNELS];
            logic   [31:0]  inst      [CHANNELS];
            logic           halt      [CHANNELS];
            logic   [4:0]   rs1_addr  [CHANNELS];
            logic   [4:0]   rs2_addr  [CHANNELS];
            logic   [31:0]  rs1_rdata [CHANNELS];
            logic   [31:0]  rs2_rdata [CHANNELS];
            logic   [4:0]   rd_addr   [CHANNELS];
            logic   [31:0]  rd_wdata  [CHANNELS];
            logic   [31:0]  pc_rdata  [CHANNELS];
            logic   [31:0]  pc_wdata  [CHANNELS];
            logic   [31:0]  mem_addr  [CHANNELS];
            logic   [3:0]   mem_rmask [CHANNELS];
            logic   [3:0]   mem_wmask [CHANNELS];
            logic   [31:0]  mem_rdata [CHANNELS];
            logic   [31:0]  mem_wdata [CHANNELS];
            bit             error = 1'b0;
endinterface
package rv32i_types;
    typedef enum logic {
        rs1_out = 1'b0,
        pc_out  = 1'b1
    } alu_m1_sel_t;
    typedef struct packed {
        logic   [31:0]      pc;
        logic   [31:0]      pc_next;
        logic   [31:0]      imem_addr;
        logic               req_imem_resp;
        logic               bubble;
    } if_id_reg_t;
    typedef struct packed {
        logic   [31:0]      inst;
        logic   [31:0]      pc;
        logic   [31:0]      pc_next;
        logic   [31:0]      imem_addr;
        logic   [2:0]       funct3;
        logic   [6:0]       funct7;
        logic   [6:0]       opcode;
        logic   [31:0]      i_imm;
        logic   [31:0]      s_imm;
        logic   [31:0]      b_imm;
        logic   [31:0]      u_imm;
        logic   [31:0]      j_imm;
        logic   [4:0]       rs1_s;
        logic   [4:0]       rs2_s;
        logic   [4:0]       rd_s;
        logic               bubble;
    } id_ex_reg_t;
    typedef struct packed {
        logic   [31:0]      inst;
        logic   [31:0]      pc;
        logic   [31:0]      pc_next;
        logic   [31:0]      imem_addr;
        logic   [31:0]      dmem_addr;
        logic   [3:0]       dmem_rmask;
        logic   [3:0]       dmem_wmask;
        logic   [31:0]      dmem_wdata;
        logic   [1:0]       dmem_shift_bits;
        logic               req_dmem_resp;
        logic   [2:0]       funct3;
        logic   [6:0]       opcode;
        logic   [4:0]       rs1_s;
        logic   [4:0]       rs2_s;
        logic   [31:0]      rs1_v;
        logic   [31:0]      rs2_v;
        logic   [31:0]      rd_v;
        logic   [4:0]       rd_s;
        logic               regf_we;
        logic               commit;
        logic               bubble;
    } ex_mem_reg_t;
    typedef struct packed {
        logic   [31:0]      inst;
        logic   [31:0]      pc;
        logic   [31:0]      pc_next;
        logic   [63:0]      order;
        logic   [31:0]      imem_addr;
        logic   [31:0]      dmem_addr;
        logic   [3:0]       dmem_rmask;
        logic   [3:0]       dmem_wmask;
        logic   [31:0]      dmem_rdata;
        logic   [31:0]      dmem_wdata;
        logic   [4:0]       rs1_s;
        logic   [4:0]       rs2_s;
        logic   [31:0]      rs1_v;
        logic   [31:0]      rs2_v;
        logic   [31:0]      rd_v;
        logic   [4:0]       rd_s;
        logic               regf_we;
        logic               commit;
    } mem_wb_reg_t;
    typedef enum logic [6:0] {
        op_b_lui       = 7'b0110111,  
        op_b_auipc     = 7'b0010111,  
        op_b_jal       = 7'b1101111,  
        op_b_jalr      = 7'b1100111,  
        op_b_br        = 7'b1100011,  
        op_b_load      = 7'b0000011,  
        op_b_store     = 7'b0100011,  
        op_b_imm       = 7'b0010011,  
        op_b_reg       = 7'b0110011   
    } rv32i_opcode;
    typedef enum logic [2:0] {
        arith_f3_add   = 3'b000,  
        arith_f3_sll   = 3'b001,
        arith_f3_slt   = 3'b010,
        arith_f3_sltu  = 3'b011,
        arith_f3_xor   = 3'b100,
        arith_f3_sr    = 3'b101,  
        arith_f3_or    = 3'b110,
        arith_f3_and   = 3'b111
    } arith_f3_t;
    typedef enum logic [2:0] {
        load_f3_lb     = 3'b000,
        load_f3_lh     = 3'b001,
        load_f3_lw     = 3'b010,
        load_f3_lbu    = 3'b100,
        load_f3_lhu    = 3'b101
    } load_f3_t;
    typedef enum logic [2:0] {
        store_f3_sb    = 3'b000,
        store_f3_sh    = 3'b001,
        store_f3_sw    = 3'b010
    } store_f3_t;
    typedef enum logic [2:0] {
        branch_f3_beq  = 3'b000,
        branch_f3_bne  = 3'b001,
        branch_f3_blt  = 3'b100,
        branch_f3_bge  = 3'b101,
        branch_f3_bltu = 3'b110,
        branch_f3_bgeu = 3'b111
    } branch_f3_t;
    typedef enum logic [6:0] {
        base           = 7'b0000000,
        variant        = 7'b0100000
    } funct7_t;
    typedef enum logic [2:0] {
        alu_op_add     = 3'b000,
        alu_op_sll     = 3'b001,
        alu_op_sra     = 3'b010,
        alu_op_sub     = 3'b011,
        alu_op_xor     = 3'b100,
        alu_op_srl     = 3'b101,
        alu_op_or      = 3'b110,
        alu_op_and     = 3'b111
    } alu_ops;
    typedef union packed {
        logic [31:0] word;
        struct packed {
            logic [11:0] i_imm;
            logic [4:0]  rs1;
            logic [2:0]  funct3;
            logic [4:0]  rd;
            rv32i_opcode opcode;
        } i_type;
        struct packed {
            logic [6:0]  funct7;
            logic [4:0]  rs2;
            logic [4:0]  rs1;
            logic [2:0]  funct3;
            logic [4:0]  rd;
            rv32i_opcode opcode;
        } r_type;
        struct packed {
            logic [11:5] imm_s_top;
            logic [4:0]  rs2;
            logic [4:0]  rs1;
            logic [2:0]  funct3;
            logic [4:0]  imm_s_bot;
            rv32i_opcode opcode;
        } s_type;
        struct packed {
            logic [31:25]   imm_b_top;
            logic [4:0]     rs2;
            logic [4:0]     rs1;
            logic [2:0]     funct3;
            logic [11:7]    imm_b_bot;
            rv32i_opcode    opcode;
        } b_type;
        struct packed {
            logic [31:12] imm;
            logic [4:0]   rd;
            rv32i_opcode  opcode;
        } j_type;
    } instr_t;
endpackage
module stage_1
import cache_types::*;
(
    input   logic           rst,
    input   logic   [31:0]  ufp_addr,
    input   logic   [3:0]   ufp_rmask,
    input   logic   [3:0]   ufp_wmask,
    input   logic   [31:0]  ufp_wdata,
    input   logic           dfp_write,
    input   logic   [255:0] dfp_rdata,
    input   logic           dfp_resp,
    input   logic           read_halt,
    input   logic   [2:0]   lru_read,
    output  logic           web[4],
    output  logic   [255:0] data_in[4],
    output  logic   [23:0]  tag_in[4],
    output  logic           valid_in[4],
    input   stage_reg_t     stage_reg,
    output  stage_reg_t     stage_reg_next,
    input   logic   [1:0]   write_way,
    output  logic           write_done,
    input   logic           write_done_reg,
    input   logic           write_halt,
    output  logic   [31:0]  data_array_wmask,
    output  logic   [1:0]   index,
    input   logic           dirty_halt,
    output  logic           dfp_switch,
    input   logic           dfp_write_read
);
    always_comb begin
        write_done = '0;
        data_array_wmask = '1;
        dfp_switch = '0;
        for (int i = 0; i < 4; i++) begin
            web[i] = '1;
            data_in[i] = '0;
            tag_in[i] = '0;
            valid_in[i] = '0;
        end
        if (rst) begin
            stage_reg_next = '0;
            index = 2'b00;
        end else begin
            if (lru_read[0]) begin
                if (lru_read[1]) begin
                    index = 2'b00;
                end else begin
                    index = 2'b01;
                end
            end else begin
                if (lru_read[2]) begin
                    index = 2'b10;
                end else begin
                    index = 2'b11;
                end
            end
            stage_reg_next = stage_reg;
            if ((dfp_write_read || dfp_write) && dfp_resp) begin
                dfp_switch = '1;
            end
            if (write_halt) begin
                web[write_way] = '0;
                data_in[write_way][8*stage_reg.offset +: 32] = stage_reg.wdata & { {8{stage_reg.wmask[3]}}, {8{stage_reg.wmask[2]}}, {8{stage_reg.wmask[1]}}, {8{stage_reg.wmask[0]}} };
                tag_in[write_way] = {1'b1, stage_reg.tag};
                valid_in[write_way] = '1;
                write_done = '1;
                data_array_wmask = '0;
                data_array_wmask[stage_reg.offset +: 4] = stage_reg.wmask;
            end
            if (read_halt) begin
                if (dfp_resp && !dirty_halt) begin
                    web[index] = '0;
                    data_in[index] = dfp_rdata;
                    tag_in[index] = {1'b0, stage_reg.tag};
                    valid_in[index] = '1;
                end
            end else begin
                if (write_done_reg == 1 && (stage_reg.rmask != 0 || stage_reg.wmask != 0)) begin
                end else begin
                    stage_reg_next.addr = ufp_addr;
                    stage_reg_next.tag = ufp_addr[31:9];
                    stage_reg_next.set = ufp_addr[8:5];
                    stage_reg_next.offset = ufp_addr[4:0];
                    stage_reg_next.rmask = ufp_rmask;
                    stage_reg_next.wmask = ufp_wmask;
                    stage_reg_next.wdata = ufp_wdata;
                end
            end
        end
    end
endmodule : stage_1
```
`flow/run.sh`:
```
#!/bin/bash
# OpenROAD 26Q1-2900-gdf79404cd8, Yosys 0.63+post, stock flow scripts
make -C /OpenROAD-flow-scripts/flow DESIGN_CONFIG=/design/flow/config.mk WORK_HOME=/design/flow/orfs finish
```
`flow/config.mk`:
```
export PLATFORM = sky130hd
export DESIGN_NAME = stage_1
export DESIGN_NICKNAME = stage_1
export VERILOG_FILES = /design/flow/design.v
export SDC_FILE = /design/flow/constraint.sdc
export NUM_CORES = 4
export LEC_CHECK = 1
export CORE_AREA = 10 10 653 653
export DIE_AREA = 0 0 663 663
export SYNTH_HDL_FRONTEND = slang
```
`flow/constraint.sdc`:
```
current_design stage_1

set clk_period 18.3
set clk_io_pct 0.2

create_clock -name clk0 -period $clk_period

set non_clock_inputs [all_inputs -no_clocks]
set_input_delay [expr $clk_period * $clk_io_pct] -clock clk0 $non_clock_inputs
set_output_delay [expr $clk_period * $clk_io_pct] -clock clk0 [all_outputs]
```
==> deck_impl_summary.md <==
Implementation Results

Outcome
  • Status: finished with violations
  • Failing checks: antenna violations

Timing
  • Relative slew slack: 0.0903
  • Final hold slack: about 8.2 ns
  • Highest Clock Rate: between 0.07 and 0.08 GHz
  • Final-report max-slew violation count: 0
  • Worst Max-Slew Pin Slew: between 1 and 1.5 ns
  • Endpoints failing hold: 0
  • Tcrit/Tclk final: 0.763
  • Setup-failing EPs final: 0
  • RSZ-0062 raised after global routing: no
  • Setup_tns: 0 ns
  • Min Tclk post-route: between 10 and 15 ns

Yosys
  • Mapped Area: 0.0173 sq mm
  • Top logic family: AND-OR/OR-AND gates
  • AO/OA Area Share: 0.558
  • Max-area cell share: 0.194
  • Adder Area Share: 0.00289
  • AND/OR/NAND/NOR Cells, Area Fraction: 0.345
  • Yosys cell count: 3103
  • Area fraction in mux cells: 0.0176
  • Register share after synthesis: 0
  • YS chip area: around 0.017 sq mm
  • Syn_area_per_cell: around 5.6 sq um
  • Cells after Synth: a little over 3000
  • Unique masters post-synth: 90
  • XOR-XNOR Cells, Area Fraction: 0.00347
  • Yosys top cell by area: nand2_1
  • Synth Warn #: 0
  • Top cells by area: nand2_1 (19%), o21ai_0 (17%), a22o_1 (17%), a32o_1 (6.9%), clkbuf_1 (5.0%)

Place
  • Detailed placement HPWL: between 400 and 500 mm
  • PortBufs: roughly 1700
  • Post-DP Area: about 0.043 sq mm
  • Routability Congestion: ~0.98
  • Dpl cells: between 10000 and 15000

Die
  • Core Region: ~0.41 sq mm
  • Die X: 663 um
  • Die outline area: 0.440 sq mm
  • Die Ht: between 600 and 700 um
  • Num rows: 236
  • # IOs: ~1700
  • FP Util: 0.0420

Setup path
  • Arr. time, crit path: slightly above 10 ns
  • Worst EP required: approximately 15 ns
  • Worst Path Max Fanout: 26
  • Setup CP Type: input pin to output pin
  • CP Launch Type: input pin
  • CP endpoint kind: output pin

Power
  • Leakage power: approximately 12 nW
  • Worst IR Drop VDD: between 0.00001 and 0.000015 V
  • Total power draw: 823 uW
  • Pwr Density: 19.1 mW/mm^2

Detailed routing
  • Final wirelength: 512 mm
  • Drt drc: 0
  • DR WL/cell: between 40 and 50 um
  • 1st-pass router iterations: 10
  • Vias per cell: roughly 3.7
  • Routed Antenna Nets: 1
  • DR vias: roughly 39000
  • Drt initial violations: roughly 5400

Finish
  • Synthesis-to-layout area growth: 149%
  • Most common logic cells in the final layout: clkdlybuf4s50_1 (1708), nand2_1 (893), o21ai_0 (593)
  • Sequential cell count: 0
  • Cell area after layout: roughly 0.043 sq mm
  • Dominant logic cell type in the layout: clkdlybuf4s50_1
  • Share of cells above drive strength 1: 0.0950
  • Clkbuf count: 0
  • Post-route insts no fill: around 10000
  • Register area: 0 sq um

Global route
  • Global-route wire length before repair: 592 mm
  • Remaining Overflow, GRT: 0
  • Initial antenna violation count: ~310
  • Vias in the first global route: 34200
  • GR Util All Layers: 0.225
  • Pin count of the biggest net entering global routing: approximately 100

Worst hold path
  • Worst Hold Class: input pin to output pin

CTS
  • Post-CTS setup buffers: 0
  • Post-CTS Resized: 0
  • CTS Hold Buffers Added: 0

Job
  • Total of max-cap violations: 0
  • Log Warnings: 42
[per-stage QoR]
stage | worst slack (ns) | utilization
after floorplan | 7.80 | -
after global placement | 3.75 | 0.104
after detailed placement | 4.34 | 0.104
after CTS | 4.33 | 0.104
after global routing | 4.16 | 0.104
final | 4.34 | 0.104
[synthesized netlist by cell type (all sizes together), types with 8 or more instances]
cell and n:
mux2i 8, nand2 894, a22oi 25, o22ai 25
and2 33, a32o 119, nand2b 15, or3 12
or2 9, mux2 10, buf 61, o211ai 14
nand3b 12, nor4 17, a31oi 10, a21o 18
nor2 121, a22o 336, o2bb2ai 9, inv 14
o21ai 651, nor3 51, nor2b 80, a32oi 15
clkbuf 230, nand3 59, o31ai 8, a211oi 9
a21oi 141, and3 10
[critical path, cell delays in order]
cell and delay, ns:
clkdlybuf4s50_1 0.70, buf_4 0.39, inv_1 0.21, ha_2 0.40, nor2b_1 0.26, and2_1 0.21
ha_2 0.55, buf_4 0.46, inv_1 0.32, or4b_2 0.76, a21boi_1 0.18, buf_4 0.19
nor2_1 0.88, a22o_1 0.30, clkdlybuf4s50_1 0.80
[power breakdown]
group	internal, mW	switching (mW)	total [mW]
clock network	0.00000000564	0	0.00000000622
registers	0	0	0
logic	0.246	0.577	0.823
[layer usage]
metal  vias up  wire length, um  track usage
li1      15100                -            -
met1     19000           164000        0.225
met2      3584           252000        0.396
met3       985            66200        0.115
met4       210            28600       0.0826
met5         -             1400      0.00644
[cells by family after synthesis]
group / count (synthesis)
xor+xnor: 6
fa+ha+maj: 4
compound gates: 1425
simple gates: 1339
buf+inv: 306
mux: 23
[cell type report]
class                      count  area (sq um)
timing repair buffer        2032         19600
fill                       47900        369000
antenna                       86           215
tap                         5474          6850
multi-input combinational   2797         16400
inverter                      15          56.3
[final timing paths]
path | from | endpoint | cells after the start
worst min-delay path | stage_reg[45] | stage_reg_next[45] | 4
worst max-delay path | stage_reg[41] | data_in[9] | 15
Power figures rest on the tool's default switching activity, not on a simulated workload.
