==> design/flow/run.sh <==
#!/bin/bash
# OpenROAD 26Q1-2900-gdf79404cd8, Yosys 0.63+post, stock flow scripts
make -C /OpenROAD-flow-scripts/flow DESIGN_CONFIG=/design/flow/config.mk WORK_HOME=/design/flow/orfs finish
==> design/flow/config.mk <==
export PLATFORM = sky130hd
export DESIGN_NAME = stage_2
export DESIGN_NICKNAME = stage_2
export VERILOG_FILES = /design/flow/design.v
export SDC_FILE = /design/flow/constraint.sdc
export NUM_CORES = 4
export LEC_CHECK = 1
export CORE_AREA = 10 10 599 599
export DIE_AREA = 0 0 609 609
export SYNTH_HDL_FRONTEND = slang
==> design/flow/constraint.sdc <==
current_design stage_2

set clk_period 21.3
set clk_io_pct 0.2

create_clock -name clk0 -period $clk_period

set non_clock_inputs [all_inputs -no_clocks]
set_input_delay [expr $clk_period * $clk_io_pct] -clock clk0 $non_clock_inputs
set_output_delay [expr $clk_period * $clk_io_pct] -clock clk0 [all_outputs]
==> design/flow/design.v <==
interface mem_itf_w_mask #(
    parameter               CHANNELS = 1,
    parameter               DWIDTH = 32,
    parameter               MWIDTH = DWIDTH / 8
)(
    input   bit             clk,
    input   bit             rst
);
    logic   [31:0]          addr    [CHANNELS];
    logic   [MWIDTH-1:0]    rmask   [CHANNELS];
    logic   [MWIDTH-1:0]    wmask   [CHANNELS];
    logic   [DWIDTH-1:0]    rdata   [CHANNELS];
    logic   [DWIDTH-1:0]    wdata   [CHANNELS];
    logic                   resp    [CHANNELS];
    bit                     error = 1'b0;
    modport dut (
        input               clk,
        input               rst,
        output              addr,
        output              rmask,
        output              wmask,
        input               rdata,
        output              wdata,
        input               resp
    );
    modport mem (
        input               clk,
        input               rst,
        input               addr,
        input               rmask,
        input               wmask,
        output              rdata,
        input               wdata,
        output              resp,
        output              error
    );
    modport mon (
        input               clk,
        input               rst,
        input               addr,
        input               rmask,
        input               wmask,
        input               rdata,
        input               wdata,
        input               resp,
        output              error
    );
endinterface
interface mem_itf_wo_mask #(
    parameter               CHANNELS = 1,
    parameter               DWIDTH = 32
)(
    input   bit             clk,
    input   bit             rst
);
    logic   [31:0]          addr    [CHANNELS];
    logic                   read    [CHANNELS];
    logic                   write   [CHANNELS];
    logic   [DWIDTH-1:0]    rdata   [CHANNELS];
    logic   [DWIDTH-1:0]    wdata   [CHANNELS];
    logic                   resp    [CHANNELS];
    bit                     error = 1'b0;
    modport dut (
        input               clk,
        input               rst,
        output              addr,
        output              read,
        output              write,
        input               rdata,
        output              wdata,
        input               resp
    );
    modport mem (
        input               clk,
        input               rst,
        input               addr,
        input               read,
        input               write,
        output              rdata,
        input               wdata,
        output              resp,
        output              error
    );
    modport mon (
        input               clk,
        input               rst,
        input               addr,
        input               read,
        input               write,
        input               rdata,
        input               wdata,
        input               resp,
        output              error
    );
endinterface
interface mem_itf_banked(
    input   bit             clk,
    input   bit             rst
);
    logic   [31:0]          addr;
    logic                   read;
    logic                   write;
    logic   [63:0]          wdata;
    logic                   ready;
    logic   [31:0]          raddr;
    logic   [63:0]          rdata;
    logic                   rvalid;
    bit                     error = 1'b0;
    modport dut (
        input               clk,
        input               rst,
        output              addr,
        output              read,
        output              write,
        output              wdata,
        input               ready,
        input               raddr,
        input               rdata,
        input               rvalid
    );
    modport mem (
        input               clk,
        input               rst,
        input               addr,
        input               read,
        input               write,
        input               wdata,
        output              ready,
        output              rdata,
        output              raddr,
        output              rvalid,
        output              error
    );
    modport mon (
        input               clk,
        input               rst,
        input               addr,
        input               read,
        input               write,
        input               wdata,
        input               ready,
        input               rdata,
        input               raddr,
        input               rvalid,
        input               error
    );
endinterface
package cache_types;
    typedef struct packed {
        logic   [31:0]  addr;
        logic   [22:0]  tag;
        logic   [3:0]   set;
        logic   [4:0]   offset;
        logic   [3:0]   rmask;
        logic   [3:0]   wmask;
        logic   [31:0]  wdata;
    } stage_reg_t;
endpackage
interface mon_itf#(
            parameter       CHANNELS = 1
)(
    input   bit             clk,
    input   bit             rst
);
            logic           valid     [CHANNELS];
            logic   [63:0]  order     [CHANNELS];
            logic   [31:0]  inst      [CHANNELS];
            logic           halt      [CHANNELS];
            logic   [4:0]   rs1_addr  [CHANNELS];
            logic   [4:0]   rs2_addr  [CHANNELS];
            logic   [31:0]  rs1_rdata [CHANNELS];
            logic   [31:0]  rs2_rdata [CHANNELS];
            logic   [4:0]   rd_addr   [CHANNELS];
            logic   [31:0]  rd_wdata  [CHANNELS];
            logic   [31:0]  pc_rdata  [CHANNELS];
            logic   [31:0]  pc_wdata  [CHANNELS];
            logic   [31:0]  mem_addr  [CHANNELS];
            logic   [3:0]   mem_rmask [CHANNELS];
            logic   [3:0]   mem_wmask [CHANNELS];
            logic   [31:0]  mem_rdata [CHANNELS];
            logic   [31:0]  mem_wdata [CHANNELS];
            bit             error = 1'b0;
endinterface
package rv32i_types;
    typedef enum logic {
        rs1_out = 1'b0,
        pc_out  = 1'b1
    } alu_m1_sel_t;
    typedef struct packed {
        logic   [31:0]      pc;
        logic   [31:0]      pc_next;
        logic   [31:0]      imem_addr;
        logic               req_imem_resp;
        logic               bubble;
    } if_id_reg_t;
    typedef struct packed {
        logic   [31:0]      inst;
        logic   [31:0]      pc;
        logic   [31:0]      pc_next;
        logic   [31:0]      imem_addr;
        logic   [2:0]       funct3;
        logic   [6:0]       funct7;
        logic   [6:0]       opcode;
        logic   [31:0]      i_imm;
        logic   [31:0]      s_imm;
        logic   [31:0]      b_imm;
        logic   [31:0]      u_imm;
        logic   [31:0]      j_imm;
        logic   [4:0]       rs1_s;
        logic   [4:0]       rs2_s;
        logic   [4:0]       rd_s;
        logic               bubble;
    } id_ex_reg_t;
    typedef struct packed {
        logic   [31:0]      inst;
        logic   [31:0]      pc;
        logic   [31:0]      pc_next;
        logic   [31:0]      imem_addr;
        logic   [31:0]      dmem_addr;
        logic   [3:0]       dmem_rmask;
        logic   [3:0]       dmem_wmask;
        logic   [31:0]      dmem_wdata;
        logic   [1:0]       dmem_shift_bits;
        logic               req_dmem_resp;
        logic   [2:0]       funct3;
        logic   [6:0]       opcode;
        logic   [4:0]       rs1_s;
        logic   [4:0]       rs2_s;
        logic   [31:0]      rs1_v;
        logic   [31:0]      rs2_v;
        logic   [31:0]      rd_v;
        logic   [4:0]       rd_s;
        logic               regf_we;
        logic               commit;
        logic               bubble;
    } ex_mem_reg_t;
    typedef struct packed {
        logic   [31:0]      inst;
        logic   [31:0]      pc;
        logic   [31:0]      pc_next;
        logic   [63:0]      order;
        logic   [31:0]      imem_addr;
        logic   [31:0]      dmem_addr;
        logic   [3:0]       dmem_rmask;
        logic   [3:0]       dmem_wmask;
        logic   [31:0]      dmem_rdata;
        logic   [31:0]      dmem_wdata;
        logic   [4:0]       rs1_s;
        logic   [4:0]       rs2_s;
        logic   [31:0]      rs1_v;
        logic   [31:0]      rs2_v;
        logic   [31:0]      rd_v;
        logic   [4:0]       rd_s;
        logic               regf_we;
        logic               commit;
    } mem_wb_reg_t;
    typedef enum logic [6:0] {
        op_b_lui       = 7'b0110111,  
        op_b_auipc     = 7'b0010111,  
        op_b_jal       = 7'b1101111,  
        op_b_jalr      = 7'b1100111,  
        op_b_br        = 7'b1100011,  
        op_b_load      = 7'b0000011,  
        op_b_store     = 7'b0100011,  
        op_b_imm       = 7'b0010011,  
        op_b_reg       = 7'b0110011   
    } rv32i_opcode;
    typedef enum logic [2:0] {
        arith_f3_add   = 3'b000,  
        arith_f3_sll   = 3'b001,
        arith_f3_slt   = 3'b010,
        arith_f3_sltu  = 3'b011,
        arith_f3_xor   = 3'b100,
        arith_f3_sr    = 3'b101,  
        arith_f3_or    = 3'b110,
        arith_f3_and   = 3'b111
    } arith_f3_t;
    typedef enum logic [2:0] {
        load_f3_lb     = 3'b000,
        load_f3_lh     = 3'b001,
        load_f3_lw     = 3'b010,
        load_f3_lbu    = 3'b100,
        load_f3_lhu    = 3'b101
    } load_f3_t;
    typedef enum logic [2:0] {
        store_f3_sb    = 3'b000,
        store_f3_sh    = 3'b001,
        store_f3_sw    = 3'b010
    } store_f3_t;
    typedef enum logic [2:0] {
        branch_f3_beq  = 3'b000,
        branch_f3_bne  = 3'b001,
        branch_f3_blt  = 3'b100,
        branch_f3_bge  = 3'b101,
        branch_f3_bltu = 3'b110,
        branch_f3_bgeu = 3'b111
    } branch_f3_t;
    typedef enum logic [6:0] {
        base           = 7'b0000000,
        variant        = 7'b0100000
    } funct7_t;
    typedef enum logic [2:0] {
        alu_op_add     = 3'b000,
        alu_op_sll     = 3'b001,
        alu_op_sra     = 3'b010,
        alu_op_sub     = 3'b011,
        alu_op_xor     = 3'b100,
        alu_op_srl     = 3'b101,
        alu_op_or      = 3'b110,
        alu_op_and     = 3'b111
    } alu_ops;
    typedef union packed {
        logic [31:0] word;
        struct packed {
            logic [11:0] i_imm;
            logic [4:0]  rs1;
            logic [2:0]  funct3;
            logic [4:0]  rd;
            rv32i_opcode opcode;
        } i_type;
        struct packed {
            logic [6:0]  funct7;
            logic [4:0]  rs2;
            logic [4:0]  rs1;
            logic [2:0]  funct3;
            logic [4:0]  rd;
            rv32i_opcode opcode;
        } r_type;
        struct packed {
            logic [11:5] imm_s_top;
            logic [4:0]  rs2;
            logic [4:0]  rs1;
            logic [2:0]  funct3;
            logic [4:0]  imm_s_bot;
            rv32i_opcode opcode;
        } s_type;
        struct packed {
            logic [31:25]   imm_b_top;
            logic [4:0]     rs2;
            logic [4:0]     rs1;
            logic [2:0]     funct3;
            logic [11:7]    imm_b_bot;
            rv32i_opcode    opcode;
        } b_type;
        struct packed {
            logic [31:12] imm;
            logic [4:0]   rd;
            rv32i_opcode  opcode;
        } j_type;
    } instr_t;
endpackage
module stage_2
import cache_types::*;
(
    input   logic           rst,
    input   stage_reg_t     stage_reg,
    input   logic           valid_out[4],
    input   logic   [23:0]  tag_out[4],
    input   logic   [255:0] data_out[4],
    input   logic   [2:0]   lru_read,
    input   logic           dfp_resp_reg,
    output  logic   [31:0]  dfp_addr,
    output  logic           dfp_read,
    output  logic           dfp_write,
    output  logic   [255:0] dfp_wdata,
    output  logic           ufp_resp,
    output  logic   [31:0]  ufp_rdata,
    output  logic   [2:0]   lru_write,
    output  logic           lru_web,
    output  logic           read_halt,
    output  logic   [1:0]   write_way,
    output  logic           write_halt,
    input   logic           write_done_reg,
    input   logic   [1:0]   index,
    output  logic           dirty_halt,
    input   logic           dfp_switch_reg,
    input   logic           dfp_write_read
);
    logic           cache_hit;
    logic   [31:0]  rmask_ext;
    logic   [2:0]   way;
    always_comb begin
        dfp_read = '0;
        dfp_write = '0;
        ufp_rdata = '0;
        lru_write = '0;
        lru_web = '1;
        read_halt = '0;
        write_way = '0;
        write_halt = '0;
        dirty_halt = '0;
        dfp_wdata = '0;
        if (rst) begin
            dfp_addr = '0;
            ufp_resp = '0;
        end else begin
            dfp_addr = stage_reg.addr;
            dfp_addr[4:0] = 5'b00000;
            cache_hit = '0;
            rmask_ext = { {8{stage_reg.rmask[3]}}, {8{stage_reg.rmask[2]}}, {8{stage_reg.rmask[1]}}, {8{stage_reg.rmask[0]}} };
            way = lru_read;
            for (int i = 0; i < 4; i++) begin
                if (valid_out[i] && tag_out[i][22:0] == stage_reg.tag && !write_done_reg) begin
                    if (stage_reg.rmask != 0) begin
                        ufp_rdata = data_out[i][stage_reg.offset*8 +: 32] & rmask_ext;
                        cache_hit = '1;
                    end
                    if (stage_reg.wmask != 0) begin
                        write_halt = '1;
                        cache_hit = '1;
                    end
                    if (i == 0) begin
                        way[0] = '0;
                        way[1] = '0;
                        write_way = 2'b00;
                    end else if (i == 1) begin
                        way[0] = '0;
                        way[1] = '1;
                        write_way = 2'b01;
                    end else if (i == 2) begin
                        way[0] = '1;
                        way[2] = '0;
                        write_way = 2'b10;
                    end else begin
                        way[0] = '1;
                        way[2] = '1;
                        write_way = 2'b11;
                    end
                end
            end
            if ((stage_reg.rmask != 0 || stage_reg.wmask != 0) && !write_done_reg) begin
                if (!cache_hit) begin
                    read_halt = '1;
                    if (valid_out[index] && tag_out[index][23] == 1 && !dfp_write_read) begin
                        dfp_write = dfp_switch_reg ? '0 : '1;
                        dfp_addr[31:9] = dfp_switch_reg ? dfp_addr[31:9] : tag_out[index][22:0];
                        dfp_read = dfp_switch_reg ? '1 : '0;
                        dfp_wdata = data_out[index];
                        dirty_halt = '1;
                    end else begin
                        dfp_read = dfp_resp_reg ? '0 : '1;
                    end
                end else begin
                    lru_write = way;
                    lru_web = '0;
                end
            end
            ufp_resp = cache_hit;
        end
    end
endmodule : stage_2
==> impl_metrics.sql <==
-- metrics for the results database
INSERT INTO impl_metrics (metric_group, metric, value, unit) VALUES
('run_status', 'status', 'finished clean', ''),
('logic_synthesis', 'syn_area', '40500', 'sq um'),
('route', 'via_count', '50600', ''),
('sta', 'fin_crit_sh', '69.1', '%'),
('route', 'detail-route-antenna-nets', '0', ''),
('critical_path', 'timing.critical_path.from_type', 'input port', ''),
('clock_tree', 'post_cts.repair.setup_buffers', '0', ''),
('critical_path', 'cp.required', '17040', 'ps'),
('logic_synthesis', 'post-synth-top-area-cell', 'mux4_2', ''),
('sta', 'tightest_slew', '1080', 'ps'),
('placed_design', 'detailed_place_hpwl', '412000', 'um'),
('final_layout', 'drive_above_1_share', '22.5', '%'),
('pwr', 'p_per_area', '24.6', 'nW/um^2'),
('sta', 'timing.final.max_slew_violations', '0', ''),
('run', 'log.warning_count', '89', ''),
('sta', 'hold_violations', '0', ''),
('final_layout', 'layoutNonFillerInstCount', '9864', ''),
('pwr', 'net-switching-power', '834', 'uW'),
('die', 'dieHeight', '609', 'um'),
('global_route', 'number_of_global_route_vias_before_repair', '49200', ''),
('final_layout', 'area_growth', '49.8', '%'),
('global_route', 'grt_antenna_before_repair', '440', ''),
('placed_design', 'placed_cells_incl_taps', '9699', ''),
('final_layout', 'sequential_cell_area', '0', 'sq um'),
('final_layout', 'clkbuf_count', '0', ''),
('logic_synthesis', 'synth_cell_type_count', '72', ''),
('placed_design', 'port_buffers', '1524', ''),
('worst_hold_path', 'hold_class', 'in2out', ''),
('sta', 'final.setup.tns', '0', 'ps'),
('die', 'dieWidth', '609', 'um'),
('sta', 'fmax', '67.9', 'MHz'),
('final_layout', 'ff_count', '0', ''),
('logic_synthesis', 'netlist_instances', '3971', ''),
('route', 'dr.pass1.iters', '6', ''),
('logic_synthesis', 'yosys_cells', '3971', ''),
('run', 'maxCapViolCount', '0', ''),
('critical_path', 'timing.critical_path.to_type', 'primary output', ''),
('placed_design', 'pre_cts_ws', '6530', 'ps'),
('die', 'fp_util', '11.7', '%'),
('pwr', 'vdd.ir_drop.worst', '0.0101', 'mV'),
('logic_synthesis', 'topCellsByArea', 'mux4_2 49%, mux2i_1 14%, and3_1 4.0%', ''),
('pwr', 'share_comb_of_total_power', '100.0', '%'),
('final_layout', 'finalInstanceArea', '60700', 'sq um'),
('critical_path', 'worstPathArrival', '10460', 'ps'),
('pwr', 'leakagePower', '20.5', 'nW'),
('clock_tree', 'post_cts_resize_count', '0', ''),
('sta', 'period_minus_slack', '14720', 'ps'),
('logic_synthesis', 'sequential_area_share_after_synthesis', '0', '%'),
('route', 'detailedRoute.firstIterationViolations', '5764', ''),
('logic_synthesis', 'yosysChipArea', '40500', 'sq um'),
('global_route', 'global_route.overflow_total', '0', ''),
('critical_path', 'worstPathMaxFanout', '106', ''),
('die', 'design.core.area', '346000', 'sq um'),
('critical_path', 'critical_path_class', 'in2out', ''),
('placed_design', 'post_place_instance_area', '60300', 'sq um'),
('logic_synthesis', 'synth.top_cell.area_share', '49.0', '%'),
('pwr', 'power.switching_fraction', '55.8', '%'),
('logic_synthesis', 'synth_area_per_cell', '10.2', 'sq um'),
('die', 'num_io_pins', '1570', ''),
('logic_synthesis', 'yosysWarningCount', '0', ''),
('route', 'detail_route.drc_violations', '0', ''),
('sta', 'post-route-worst-setup-slack', '6580', 'ps'),
('global_route', 'first_pass_grt_wire_length', '588000', 'um'),
('route', 'via_per_inst', '5.13', ''),
('pwr', 'reg_power_share', '0', '%'),
('sta', 'rsz0062_at_grt', 'false', ''),
('pwr', 'clock_network_fraction_of_design_power', '0', '%'),
('sta', 'relSlewSlack', '27.5', '%'),
('placed_design', 'gpl.final_weighted_congestion', '1.06', ''),
('global_route', 'track_usage', '24.9', '%'),
('clock_tree', 'holdBufCountCts', '0', ''),
('die', 'die_ar', '371000', 'sq um'),
('route', 'drt-wirelength-per-cell', '48.1', 'um'),
('global_route', 'maximum_number_of_pins_on_one_net_before_global_route_repair', '117', ''),
('die', 'rows', '216', ''),
('route', 'totalWireLength', '474000', 'um'),
('pwr', 'cellInternalPower', '661', 'uW'),
('sta', 'number_of_setup_violations_in_the_final_report', '0', '');
==> routing by layer <==
metal / global-route usage, % / routed length (um)
met4: 13.6 / 32500
met1: 27.7 / 165000
met3: 21.4 / 91200
met5: 1.07 / 2540
met2: 32.2 / 183000
==> final timing paths <==
path | from | slack, ps | to | depth (start not counted)
min | lru_read[0] | 9460 | lru_write[0] | 4
max | stage_reg[40] | 6580 | ufp_rdata[14] | 12
==> placed cells by master, fill, tap and decap left out, types with 87 or more instances in the layout <==
master           instances
buf_4                  138
mux2i_1                586
nor2b_1                 87
nand2_1                304
clkdlybuf4s50_1       1517
nor2_1                 135
diode_2                165
and3_1                 262
a21oi_1                207
o21ai_0                157
a211oi_1               125
mux4_2                 882
==> area by class of cell <==
class / count / area [sq um]
antenna: 165 / 413
inverter: 17 / 83.8
fill: 38600 / 285000
multi-input combinational: 3432 / 37900
timing repair buffer: 1672 / 16500
tap: 4578 / 5730
==> cells by family after synthesis <==
family,share of synthesized area [%]
XOR/XNOR,1.86
multiplexers,65.7
other,0.00926
AND-OR/OR-AND,14.3
buffers and inverters,6.60
AND/OR/NAND/NOR,11.6
==> power by group through the flow <==
stage / logic (mW) / registers [mW] / clock network (mW)
finish: 1.50 / 0 / 0.000000906
CTS: 1.44 / 0 / 0
global route: 1.53 / 0 / 0.000000633
==> Yosys cell counts, types with 28 or more instances <==
| library cell | n |
|---|---|
| mux2i_1 | 586 |
| and3_1 | 262 |
| clkbuf_1 | 189 |
| nor2_1 | 142 |
| nand3_1 | 28 |
| a21oi_1 | 207 |
| buf_1 | 37 |
| o22ai_1 | 70 |
| o221ai_1 | 47 |
| o21ai_0 | 157 |
| a211oi_1 | 126 |
| mux2_2 | 77 |
| buf_4 | 74 |
| o211ai_1 | 39 |
| buf_2 | 214 |
| nand2_1 | 305 |
| nor2b_1 | 92 |
| xnor2_1 | 63 |
| mux4_2 | 882 |
==> worst max-delay path: stages <==
cell,delay (ps)
buf_8,210
buf_12,540
buf_4,630
buf_4,700
buf_4,680
buf_4,570
mux4_2,600
mux4_2,520
mux2_2,310
a22oi_1,200
o21ai_0,360
clkdlybuf4s50_1,740
==> through the flow <==
step	total power [mW]	hold slack, ps	util (%)
5_1_grt	1.53	9510	17.5
2_1_floorplan	0.688	8580	-
3_3_place_gp	1.44	9460	17.4
4_1_cts	1.44	9460	17.4
3_5_place_dp	1.43	9460	17.4
6_report	1.50	9460	17.5
Power figures rest on the tool's default switching activity, not on a simulated workload.
